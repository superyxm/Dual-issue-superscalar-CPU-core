===== flow/config.mk =====
export PLATFORM = sky130hd
export DESIGN_NAME = store_buffer
export DESIGN_NICKNAME = store_buffer
export VERILOG_FILES = /design/flow/design.v
export SDC_FILE = /design/flow/constraint.sdc
export NUM_CORES = 4
export LEC_CHECK = 1
export CORE_UTILIZATION = 40

===== flow/constraint.sdc =====
current_design store_buffer

set clk_period 23.4
set clk_io_pct 0.2

create_clock -name clk0 -period $clk_period [get_ports {clk}]

set non_clock_inputs [all_inputs -no_clocks]
set_input_delay [expr $clk_period * $clk_io_pct] -clock clk0 $non_clock_inputs
set_output_delay [expr $clk_period * $clk_io_pct] -clock clk0 [all_outputs]

===== flow/design.v =====
module store_buffer(
	input clk,
	input rst_,
	input flush,
	input [31:0] inst_load_pc,
	input [31:0] in_store_data,
	input [31:0] in_store_addr,
	input [3:0]  in_store_rwen,
	input        in_store_valid,
	input [31:0] in_store_pc,
	input        cache_is_busy,
	input [31:0] store_buffer_load_addr,
	input store_buffer_search_enanble,
	output reg        store_buffer_hit,
	output reg [31:0] store_buffer_load_data,
    output reg [3:0]  store_buffer_load_data_rwen,
	output [31:0] out_store_data,
	output [31:0] out_store_addr,
	output [3:0]  out_store_rwen,
	output  out_store_en,
	output        out_store_uncache,
	output        out_store_rw,
	output   reg     store_buffer_load_data_valid,
	output reg store_buffer_is_empty,
	output reg store_buffer_allow_in
);
	reg [31:0] store_buffer_data                  [0:16-1];
	reg [31:0] store_buffer_addr                  [0:16-1];
	reg        store_item_busy                    [0:16-1];
	reg [3:0]  store_buffer_rwen                  [0:16-1];
	reg        [16-1:0]              store_buffer_hit_store_buffer_item;  
	reg [4:0] current_item;
	reg store_buffer_is_full;
	integer i;
	integer j;
reg [31:0] last_store_data;
reg [31:0] last_store_addr;
reg last_store_en;
reg hit_and_cache_is_free;
	reg [31:0]last_load_pc;
	reg [31:0]last_store_pc;
	reg [3:0] last_store_rwen;
    reg cache_is_busy_i;
always@(posedge clk)begin
    last_load_pc <= inst_load_pc;
    last_store_pc <= in_store_pc;
    cache_is_busy_i <= cache_is_busy;
end
always@(*)begin
    hit_and_cache_is_free = (!cache_is_busy_i)&&(store_buffer_hit);
end
	assign out_store_data    = store_buffer_data    [0];
	assign out_store_addr    = store_buffer_addr    [0];
	assign out_store_rwen    = store_buffer_rwen    [0];
	assign out_store_en      = store_item_busy[0];
	assign out_store_rw      = 1'b1;
always @(posedge clk)begin
	if(!rst_)begin
		for(i=0;i<16;i=i+1)begin
			store_buffer_data    [i] <= 32'b0;
			store_buffer_addr    [i] <= 32'b0;
			store_item_busy      [i] <= 32'b0;
			store_buffer_rwen    [i] <= 4'b0;
		end
	end
	else if((!store_buffer_is_full)&&(cache_is_busy))begin
		store_buffer_data    [current_item] <= (in_store_valid && (last_store_pc != in_store_pc))? in_store_data : 32'b0;
		store_buffer_addr    [current_item] <= (in_store_valid && (last_store_pc != in_store_pc))? in_store_addr : 32'b0;
		store_item_busy      [current_item] <= (in_store_valid && (last_store_pc != in_store_pc))? 1'b1 : 1'b0;		
		store_buffer_rwen    [current_item] <= (in_store_valid && (last_store_pc != in_store_pc))? in_store_rwen : 4'b0;
		for(i=0;i<16;i=i+1)begin
			if(i !=current_item)begin
				store_buffer_data    [i] <= store_buffer_data    [i];
				store_buffer_addr    [i] <= store_buffer_addr    [i];
				store_item_busy      [i] <= store_item_busy      [i];
				store_buffer_rwen    [i] <= store_buffer_rwen    [i];
			end
		end
	end
	else if((!store_buffer_is_full)&&(!cache_is_busy))begin
		if(current_item>=5'b1)begin
			store_buffer_data    [current_item-1] <= (in_store_valid && (last_store_pc != in_store_pc))? in_store_data : 32'b0;
			store_buffer_addr    [current_item-1] <= (in_store_valid && (last_store_pc != in_store_pc))? in_store_addr : 32'b0;
			store_item_busy      [current_item-1] <= (in_store_valid && (last_store_pc != in_store_pc))? 1'b1 : 1'b0;		
			store_buffer_rwen    [current_item-1] <= (in_store_valid && (last_store_pc != in_store_pc))? in_store_rwen : 4'b0;	
			for(i=0;i<16;i=i+1)begin
				if((i !=current_item-1)&&(i <= 16-2))begin
					store_buffer_data    [i] <= store_buffer_data    [i+1];
					store_buffer_addr    [i] <= store_buffer_addr    [i+1];
					store_item_busy      [i] <= store_item_busy      [i+1];
					store_buffer_rwen    [i] <= store_buffer_rwen    [i+1];
				end
				else if(i == 16-1)begin
					store_buffer_data    [i] <= 32'b0;
					store_buffer_addr    [i] <= 32'b0;
					store_item_busy      [i] <= 32'b0;	
					store_buffer_rwen    [i] <= 4'b0;
				end
			end
		end
		else begin
			store_buffer_data    [0] <= (in_store_valid && (last_store_pc != in_store_pc))? in_store_data : 32'b0;
			store_buffer_addr    [0] <= (in_store_valid && (last_store_pc != in_store_pc))? in_store_addr : 32'b0;
			store_item_busy      [0] <= (in_store_valid && (last_store_pc != in_store_pc))? 1'b1 : 1'b0;	
			store_buffer_rwen    [0] <= (in_store_valid && (last_store_pc != in_store_pc))? in_store_rwen : 4'b0;	
		end
	end	
	else if((store_buffer_is_full)&&(!cache_is_busy))begin
		store_buffer_data    [current_item-1] <= (in_store_valid && (last_store_pc != in_store_pc))? in_store_data : 32'b0;
		store_buffer_addr    [current_item-1] <= (in_store_valid && (last_store_pc != in_store_pc))? in_store_addr : 32'b0;
		store_item_busy      [current_item-1] <= (in_store_valid && (last_store_pc != in_store_pc))? 1'b1 : 1'b0;		
		store_buffer_rwen    [current_item-1] <= (in_store_valid && (last_store_pc != in_store_pc))? in_store_rwen : 4'b0;	
		for(i=0; i<16; i=i+1)begin
			if((i !=current_item-1)&&(i <= 16-2))begin
				store_buffer_data    [i] <= store_buffer_data    [i+1];
				store_buffer_addr    [i] <= store_buffer_addr    [i+1];
				store_item_busy      [i] <= store_item_busy      [i+1];
				store_buffer_rwen    [i] <= store_buffer_rwen    [i+1];
			end
			if(i == 16-1)begin
				store_buffer_data    [i] <= 32'b0;
				store_buffer_addr    [i] <= 32'b0;
				store_item_busy      [i] <= 32'b0;	
				store_buffer_rwen    [i] <= 4'b0;
			end
		end
	end
	else if((store_buffer_is_full)&&(cache_is_busy))begin
		for(i=0;i<16;i=i+1)begin
			store_buffer_data    [i] <= store_buffer_data    [i];
			store_buffer_addr    [i] <= store_buffer_addr    [i];
			store_item_busy      [i] <= store_item_busy      [i];
			store_buffer_rwen    [i] <= store_buffer_rwen    [i];
		end
	end	
	else begin
		for(i=0;i<16;i=i+1)begin
			store_buffer_data    [i] <= store_buffer_data    [i];
			store_buffer_addr    [i] <= store_buffer_addr    [i];
			store_item_busy      [i] <= store_item_busy      [i];
			store_buffer_rwen    [i] <= store_buffer_rwen    [i];
		end
	end		
end
always@(posedge clk)begin
    if(!rst_)begin
    last_store_data <= 32'b0;
    last_store_addr <= 32'b0;
    last_store_en   <=  1'b0;
    last_store_rwen <=  4'b0;
    end
    else if(!cache_is_busy)begin
    last_store_data <= out_store_data;
    last_store_addr <= out_store_addr;
    last_store_en   <= out_store_en;
    last_store_rwen <= out_store_rwen;
    end
end
wire [31:0]addr_upper_32bits_select;
assign  addr_upper_32bits_select = 32'hffff_fffc;
always@(posedge clk)begin
	if((store_buffer_search_enanble)&&(inst_load_pc != last_load_pc))begin
		for(i=16;i>5'b0;i=i-1)begin
			if((((store_buffer_addr [i-1])& addr_upper_32bits_select) == (store_buffer_load_addr & addr_upper_32bits_select)) && (store_item_busy[i-1]))begin 
				store_buffer_hit_store_buffer_item [i-1]     <= 1'b1;
			end
			else begin
				store_buffer_hit_store_buffer_item [i-1]     <= 1'b0;
			end	
		end	
	end
	else begin
        for(i=16;i>5'b0;i=i-1)begin
				store_buffer_hit_store_buffer_item [i-1]     <= 1'b0;
		end
	end
end
reg [4:0] store_buffer_hit_num;
always@(*)begin
	store_buffer_hit       = |store_buffer_hit_store_buffer_item;
	casex(store_buffer_hit_store_buffer_item)
	    16'b1xxx_xxxx_xxxx_xxxx: store_buffer_hit_num = 5'd15;
	    16'b01xx_xxxx_xxxx_xxxx: store_buffer_hit_num = 5'd14;
	    16'b001x_xxxx_xxxx_xxxx: store_buffer_hit_num = 5'd13;
	    16'b0001_xxxx_xxxx_xxxx: store_buffer_hit_num = 5'd12;
	    16'b0000_1xxx_xxxx_xxxx: store_buffer_hit_num = 5'd11;
	    16'b0000_01xx_xxxx_xxxx: store_buffer_hit_num = 5'd10;
	    16'b0000_001x_xxxx_xxxx: store_buffer_hit_num = 5'd09;
	    16'b0000_0001_xxxx_xxxx: store_buffer_hit_num = 5'd08;
	    16'b0000_0000_1xxx_xxxx: store_buffer_hit_num = 5'd07;
	    16'b0000_0000_01xx_xxxx: store_buffer_hit_num = 5'd06;
	    16'b0000_0000_001x_xxxx: store_buffer_hit_num = 5'd05;
	    16'b0000_0000_0001_xxxx: store_buffer_hit_num = 5'd04;
	    16'b0000_0000_0000_1xxx: store_buffer_hit_num = 5'd03;
	    16'b0000_0000_0000_01xx: store_buffer_hit_num = 5'd02;
	    16'b0000_0000_0000_001x: store_buffer_hit_num = 5'd01;
	    16'b0000_0000_0000_0001: store_buffer_hit_num = 5'd00;
	    default: store_buffer_hit_num = 5'd16;
	endcase  
	if((store_buffer_hit_num != 5'd16) && (hit_and_cache_is_free))begin
	   store_buffer_load_data      = (store_buffer_hit_num != 5'b0)? store_buffer_data[store_buffer_hit_num-1] : last_store_data;
	   store_buffer_load_data_rwen = (store_buffer_hit_num != 5'b0)? store_buffer_rwen[store_buffer_hit_num-1] : last_store_rwen;
	end
	else if((store_buffer_hit_num != 5'd16) && (!hit_and_cache_is_free))begin                        
	   store_buffer_load_data      =  store_buffer_data[store_buffer_hit_num];            
	   store_buffer_load_data_rwen =  store_buffer_rwen[store_buffer_hit_num];                         
	end
	else begin
	   store_buffer_load_data      = 32'b0;
	   store_buffer_load_data_rwen = 4'b0;
	end                        
	store_buffer_load_data_valid =(store_buffer_hit_num != 5'd16)? 1'b1 : 1'b0;
end
always @ (*)begin
	if(!store_item_busy[0])begin
		current_item = 5'd00;
	end
	else  if(!store_item_busy[1])begin
		current_item = 5'd01;
	end
	else  if(!store_item_busy[2])begin
		current_item = 5'd02;
	end
	else  if(!store_item_busy[3])begin
		current_item = 5'd03;
	end
	else  if(!store_item_busy[4])begin
		current_item = 5'd04;
	end
	else  if(!store_item_busy[5])begin
		current_item = 5'd05;
	end
	else  if(!store_item_busy[6])begin
		current_item = 5'd06;
	end
	else  if(!store_item_busy[7])begin
		current_item = 5'd07;
	end
	else  if(!store_item_busy[8])begin
		current_item = 5'd08;
	end
	else  if(!store_item_busy[9])begin
		current_item = 5'd09;
	end
	else  if(!store_item_busy[10])begin
		current_item = 5'd10;
	end
	else  if(!store_item_busy[11])begin
		current_item = 5'd11;
	end
	else  if(!store_item_busy[12])begin
		current_item = 5'd12;
	end
	else  if(!store_item_busy[13])begin
		current_item = 5'd13;
	end
	else  if(!store_item_busy[14])begin
		current_item = 5'd14;
	end
	else  if(!store_item_busy[15])begin
		current_item = 5'd15;
	end
	else begin
		current_item = 5'd16;
	end
	if(current_item == 5'd16)begin
		store_buffer_is_full = 1'b1;
	end
	else begin
		store_buffer_is_full = 1'b0;
	end
	store_buffer_allow_in = (current_item <= 5'd14)? 1'b1 :  
	                       (current_item ==  5'd14 && !in_store_valid)? 1'b1 :
							(!cache_is_busy)? 1'b1 : 1'b0;	
	store_buffer_is_empty = (current_item == 5'd00)? 1'b1 : 1'b0;
end
endmodule

===== flow/run.sh =====
#!/bin/bash
# OpenROAD 26Q1-2900-gdf79404cd8, Yosys 0.63+post, stock flow scripts
make -C /OpenROAD-flow-scripts/flow DESIGN_CONFIG=/design/flow/config.mk WORK_HOME=/design/flow/orfs finish

==> impl_results.rst <==
Metrics
=======

.. list-table::
   :header-rows: 1

   * - Metric
     - Value
   * - Logic depth of the worst register-to-register path
     - 20
   * - Post-layout min period
     - approximately 12 ns
   * - Synth top cell by count
     - edfxtp_1
   * - Number of port buffers
     - roughly 280
   * - Remaining antenna violation count after routing
     - 0
   * - Post-cts hold buffer count
     - 0
   * - Half-perimeter wire length of the detailed placement result
     - 151,100 um
   * - Total Routed Length
     - ~240,000 um
   * - Worst Path Max Fanout
     - 59
   * - Bufs on Longest Clock Path
     - 3
   * - Count of buffering cells on the critical path with inverters included
     - 5
   * - Residual DRC
     - 0
   * - Pre-Place Util
     - between 40% and 50%
   * - WS Path Type
     - register to output port
   * - Final Max-Slew Violation Tally
     - 0
   * - Element type at the critical path start
     - register
   * - Global-route wire length before repair
     - 343,200 um
   * - Path type of the worst min-delay path
     - register to register
   * - Reported net switching power
     - between 3 and 4 mW
   * - Worst slew margin relative to its limit
     - between 30% and 40%
   * - Final weighted congestion in routability-driven placement
     - between 1 and 1.5
   * - Adder-cell share of the synthesized area
     - 0.1390%
   * - Registers, synthesis
     - 1,221
   * - Clock share of power
     - between 20% and 30%
   * - Yosys aoi share
     - between 10% and 20%
   * - Fraction of power spent switching nets
     - between 30% and 40%
   * - Required time reported for the critical path endpoint
     - 18.72 ns
   * - Global routing usage summed across all routing layers
     - about a third
   * - Detailed Routing Iterations Pass 1
     - 8
   * - Library cell occupying the most area in the post-synthesis netlist
     - edfxtp_1
   * - Dpl ws
     - 12.72 ns
   * - Maximum number of pins on one net before global-route repair
     - ~140
   * - Synthesized instance count
     - ~5,800
   * - Clock Latency Late Sink
     - 0.81 ns
   * - Share of the cycle needed by the critical path after routing
     - between 40% and 50%
   * - Die Height
     - roughly 400 um
   * - Setup_tns
     - 0 ns
   * - Async set-reset flop share out of synthesis
     - 0%
   * - Largest stage delay on the critical path
     - 0.73 ns
   * - Layout fillers
     - roughly 14,000
   * - Quantity of gates resized following cts
     - 0
   * - Worst Min Path Start
     - last_store_data[15]
   * - Most prevalent standard cell on the critical path
     - buf_4
   * - Post-synth EDFFs
     - between 1,000 and 1,500
   * - Clock tree root buffer cell
     - clkbuf_16
   * - Area delta synth->final
     - 14.91%
   * - Via density
     - approximately 6
   * - Run status
     - complete, no violations
   * - CTS tree
     - built
   * - Kind of cell adding the most delay to the critical path
     - buffers and inverters
   * - Core Region
     - roughly 160,000 um2
   * - Worst setup EP type
     - output port
   * - Leakage
     - between 20 and 25 nW
   * - Die outline area
     - between 150,000 and 200,000 um2
   * - Hold violation count in the final report
     - 0
   * - Number of global-route vias before repair
     - 48,040
   * - Seq pwr share
     - between 40% and 50%
   * - Fmax achieved
     - roughly 86 MHz
   * - Worst-case setup margin in the final layout
     - around 12 ns
   * - Ranking of synthesized cells by instance count
     - edfxtp_1 (1,104), nand2_1 (844), nand3_1 (618), xnor2_1 (545), o21ai_0 (542)
   * - Total area of multi-input combinational cells
     - about 26,000 um2
   * - Sequential area share after synthesis
     - 56.33%
   * - Largest cells by area after synthesis
     - edfxtp_1 (53%), xnor2_1 (7.6%), mux2i_1 (6.6%), nand2_1 (5.0%), nand3_1 (4.9%)
   * - Number of library cell types mapped by synthesis
     - between 60 and 70
   * - Post-Route Skew
     - about 0.038 ns
   * - Clk sinks
     - 1,221
   * - Number of rows created at floorplan
     - between 100 and 150
   * - Startpoint of the worst register-to-register path
     - store_item_busy[15]
   * - Clock slew at the register clock pins of the worst setup and hold paths
     - around 0.06 ns
   * - Number of design-rule violations left by the first detailed-router iteration
     - ~4,500
   * - Share of synthesized cell area in and, or, nand and nor gates
     - between 10 and 15%
   * - Number of buffers added for setup after CTS
     - 0
   * - Number of buffers created by CTS
     - approximately 140
   * - Ys cells
     - 5,774
   * - Final setup viols
     - 0
   * - Combinational group share of total power
     - between 20 and 30%
   * - Worst reg2reg setup slack
     - 16.83 ns
   * - Most used flip-flop cell
     - edfxtp_1
   * - Cell area power density
     - 119.1 nW/um2
   * - Hold Path End
     - last_store_data[15]
   * - Area fraction of the dominant cell type after synthesis
     - 52.62%
   * - Reg-to-reg endpoint
     - store_buffer_rwen[9][1]
   * - Avg Synthesized Cell Area
     - approximately 11 um2
   * - WHS Path Cells
     - 2
   * - Yosys-reported design area after synthesis
     - around 63,000 um2
   * - Transition at the pin with the smallest max-transition slack
     - around 1.0 ns
   * - Worst-path cell chain
     - or4_4 > or4_4 > a31oi_4 > nor4_1 > a21boi_4 > buf_4 > buf_4 > buf_4 > buf_4 > a211oi_1 > a311oi_1 > o31ai_1 > o21ai_1 > clkdlybuf4s50_1
   * - Unrepaired setup endpoints after global routing
     - no
   * - Area fraction in mux cells
     - under 10%
   * - Num ports
     - roughly 280
   * - Fraction of layout cells with a size suffix above 1
     - under 10%
   * - Antenna violations before repair
     - 13
   * - Number of max-cap violations
     - 0
   * - Synth Area in XOR/XNOR
     - about 7.6%
   * - Main logic family after synthesis
     - simple AND/OR/NAND/NOR gates
   * - Master of the slowest instance on the critical path
     - buf_4
   * - Internal power
     - about 5.5 mW
   * - Routed via count
     - a little under 50,000
   * - Die x size
     - around 400 um
   * - Total number of yosys warnings
     - 2
   * - Crit path arrival time
     - 6.95 ns
   * - Hold slack final
     - roughly 0.49 ns
   * - FF/Latch Area
     - around 35,000 um2
   * - Non-Filler Instances
     - between 7,000 and 8,000
   * - Maximum vdd drop
     - about 0.082 mV
   * - Overall power after layout
     - between 8 and 9 mW
   * - Combined area of all synthesized cells
     - 63,010 um2
   * - Mean routed wirelength per cell
     - ~30 um
   * - H-tree Lvls
     - 4
   * - DP Cell Count
     - around 7,700
   * - Remaining global-route overflow
     - 0
   * - Tool warnings
     - between 40 and 50
-- cells in the final DEF (no fill, tap or decap), types with 39 or more instances in the layout --
cell             count
nor2_1              58
a311oi_1           109
mux2i_1            413
xnor2_1            544
nand3_1            611
clkbuf_16          145
o21ai_1             39
and2_1             142
nand4_1            138
clkdlybuf4s50_1    273
edfxtp_1          1104
o21ai_0            537
a211oi_1           109
nor4_1              41
nand2_1            843
buf_4              169
and3_1              55
a22o_1             172
dfxtp_1            117
-- layer usage --
metal	global-route usage (%)	up-vias	wire length [um]
met4	9.503	24	9141
met2	43.40	3179	102200
met3	23.08	524	42990
met1	42.27	23870	89120
met5	2.240	-	606
li1	-	21330	-
-- worst reg2reg max path, stage by stage (launching register included) --
cell      delay, ns
edfxtp_1       0.52
nand2b_1       0.16
a21oi_1        0.06
o21ai_0        0.29
a311o_1        0.56
nand2_1        0.19
inv_1          0.17
ha_1           0.46
nor2b_1        0.30
nand2_1        0.18
nand2b_1       0.46
nor2_1         0.20
nand2_1        0.13
nor3_1         0.06
buf_4          0.20
o21ai_4        0.16
buf_4          0.35
buf_4          0.62
and2_2         0.54
buf_4          0.54
a22o_1         0.30
-- power groups by stage --
stage     clock network, mW  registers [mW]  logic, mW
4_1_cts                2.26            3.99       2.32
5_1_grt                2.33            4.09       2.54
6_report               2.23            4.00       2.39
-- state kept, by name, summed over array words and instances, names as in the netlist --
name	cells
store_buffer_addr	512
store_buffer_data	512
store_buffer_rwen	64
last_load_pc	32
last_store_data	32
last_store_pc	32
store_buffer_hit_store_buffer_item	16
store_item_busy	16
last_store_rwen	4
cache_is_busy_i	1
-- cells by family after synthesis --
kind of cell | Yosys count
muxes | 415
other | 2
DFF | 1221
and+or+nand+nor | 1941
adders and majority gates | 7
xor gates and xnor gates | 546
AOI/OAI and AO/OA | 1070
buffers and inverters | 572
-- metrics by stage --
| stage | utilization, % | cell area [um2] |
|---|---|---|
| 3_5_place_dp | 43.41 | 67810 |
| 5_1_grt | 46.33 | 72370 |
| 6_report | 46.35 | 72400 |
| 4_1_cts | 46.33 | 72370 |
| 2_1_floorplan | - | 63010 |
| 3_3_place_gp | 43.41 | 67810 |
-- worst max path at each step --
stage,to,cells past startpoint,slack (ns),start
global route,store_buffer_load_data[28],14,11.43,store_buffer_hit_store_buffer_item[8]
CTS,store_buffer_load_data[28],15,11.83,store_buffer_hit_store_buffer_item[4]
finish,store_buffer_load_data[24],14,11.77,store_buffer_hit_store_buffer_item[4]
-- layout make-up --
cell class | instances | share of cell area, %
inverter | 14 | 0.07258
clock buffer | 186 | 5.335
multi-input combinational | 3981 | 35.29
timing repair buffer | 449 | 5.712
sequential | 1221 | 49.02
clock inverter | 65 | 0.9660
tap | 2058 | 3.557
antenna | 13 | 0.04493
Power is estimated from default activity; no workload was simulated.
